==> flow/design.v <==
module traffic_light_controller(
     clk,rst,light_M1,light_s,light_MT,light_M2);
     input clk,rst;
     output reg [2:0]light_M1 ;
    output reg [2:0]light_s ;
    output reg [2:0]light_MT ;
    output reg [2:0]light_M2 ;
    parameter S1=0, S2=1, S3=2, S4=3, S5=4, S6=5;
    reg [3:0]count ;
    reg [2:0] ps ;
    parameter sec7=7, sec5=5, sec2=2, sec3=3 ;
    always@(posedge clk or posedge rst)
        begin
            if(rst==1)
            begin
                ps<=S1;
                count<=0;
            end
            else
             case (ps)
               S1 : if(count<sec7)
                        begin
                            ps <= S1;
                            count<=count+1;
                        end
                        else
                            begin
                                ps<=S2;
                                count<=0;
                            end
                S2: if (count<sec2) begin
                    ps <= S2;
                    count<=count+1;
                     end
                     else
                     begin
                        ps <= S3;
                        count<=0;
                     end 
                S3: if (count<sec5) begin
                    ps <= S3;
                    count<=count+1;
                end
                else 
                begin
                    ps <= S4;
                    count<=0;
                end   
                S4:  if (count<sec2) begin
                    ps<= S4;
                    count<=count+1;
                end     
                else
                begin
                    ps <=S5;
                    count<=0;
                end  
                S5: if (count<sec3) begin
                    ps<= S5;
                    count<= count+1;
                end   
                else
                begin
                    ps<= S6;
                    count<= 0;
                end
                S6: if (count<sec2) begin
                    ps <=S6;
                    count<= count+1;
                end
                else
                begin
                    ps <= S1;
                    count<=0;
                end
                default: ps <= S1;
             endcase
        end
        always@(ps)
            begin
                case (ps)
                  S1  : 
                  begin
                    light_M1<=3'b001;
                    light_M2<=3'b001;
                    light_MT<=3'b100;
                    light_s<=3'b100;
                  end
                  S2:
                  begin
                    light_M1<=3'b001;
                    light_M2<=3'b010;
                    light_MT<=3'b100;
                    light_s<=3'b100;
                  end
                  S3:
                  begin
                    light_M1<=3'b001;
                    light_M2<=3'b100;
                    light_MT<=3'b001;
                    light_s<=3'b100;
                  end
                  S4:
                  begin
                    light_M1<=3'b010;
                    light_M2<=3'b100;
                    light_MT<=3'b010;
                    light_s<=3'b100;
                  end
                  S5:
                  begin
                    light_M1<=3'b100;
                    light_M2<=3'b100;
                    light_MT<=3'b100;
                    light_s<=3'b001;
                  end
                  S6:
                  begin
                    light_M1<=3'b100;
                    light_M2<=3'b100;
                    light_MT<=3'b100;
                    light_s<=3'b010;
                  end
                    default: 
                    begin
                        light_M1<=3'b000;
                        light_M2<=3'b000;
                        light_MT<=3'b000;
                        light_s<=3'b000;
                    end
                endcase
            end
endmodule
==> flow/run.sh <==
#!/bin/bash
# OpenROAD 26Q1-2900-gdf79404cd8, Yosys 0.63+post, stock flow scripts
make -C /OpenROAD-flow-scripts/flow DESIGN_CONFIG=/design/flow/config.mk WORK_HOME=/design/flow/orfs finish
==> flow/config.mk <==
export PLATFORM = sky130hd
export DESIGN_NAME = traffic_light_controller
export DESIGN_NICKNAME = traffic_light_controller
export VERILOG_FILES = /design/flow/design.v
export SDC_FILE = /design/flow/constraint.sdc
export NUM_CORES = 4
export LEC_CHECK = 1
export CORE_AREA = 10 10 85 85
export DIE_AREA = 0 0 95 95
==> flow/constraint.sdc <==
current_design traffic_light_controller

set clk_period 3.5
set clk_io_pct 0.2

create_clock -name clk0 -period $clk_period [get_ports {clk}]

set non_clock_inputs [all_inputs -no_clocks]
set_input_delay [expr $clk_period * $clk_io_pct] -clock clk0 $non_clock_inputs
set_output_delay [expr $clk_period * $clk_io_pct] -clock clk0 [all_outputs]
==> notes.md <==
yosys + openroad results -> share of cells above drive strength 1=0.1667, status=finished, final reports clean, most instantiated logic cells after routing=clkdlybuf4s50_1 (13), dfrtp_1 (9), nor2_1 (7), inv_1 (6), Mapped Cells=77, Tmin final=2474 ps, Storage cell area=251.5 um^2, DPL Wire Length=1.188 mm, input/output buffers=13, chip area estimate from yosys synthesis=673.1 um^2, OpenROAD warnings=26, Cell Type Count=32, flip-flops with a built-in enable=0, pins over their slew limit=0, Worst Hold Class=flip-flop to flip-flop, # IOs=14, asr flop ratio synth=1.000, initial antenna violation count=0, TNS Setup=0 ps, post-CTS setup buffer count=0, CP max-delay cell=dfrtp_1, relative slew slack=0.7325, Die Footprint=9025 um^2, critical-path maximum fanout=7, crit end category=primary output, Core Util at FP=0.1230, GPL Wtd Cong=0.8272, Worst Tran Pin Value=391.2 ps, drc violations=0, Data required, critical path=2800 ps, # Cells Yosys=77, Placement Cell Area=824.5 um^2, Ant. Diodes=0, WS Path Type=flip-flop to primary output, global route total overflow=0, Hold-fix buffers, CTS=0, Peak Freq=404.2 MHz, Die W=95 um, Vias/cell=3.474, Worst IR Drop VDD=128.4 uV, largest net degree at the start of global routing=12, Worst Path Buf+Inv=1, global-route wire length before repair=2.546 mm, core area=5473 um^2, via count=542, leakage=0.3533 nW, GRT Total Usage=0.03564, CTS clk-pin slew, worst paths=50 ps, Ys Warns=1, worst-case clock buffer depth=2, RSZ-0062 raised after global routing=false, crit share post-route=0.7068, pwr dens=302.5 nW/um^2, Syn Area/Cell=8.742 um^2, row count=27, starting DRC count in detailed routing=18, htree depth=1, fin area=879.6 um^2, Hold Fails Final Rpt=0, die height=95 um, Synth flops=10, sequential fraction of the synthesis area=0.3736, Clk Latency, worst-skew pair=240 ps, Max Cap Violations=0, total CTS buffers=3, crit-path max cell delay=440 ps, Logic area=330.3 um^2, area delta synth->final=30.67%, skew final=7.522 ps, post-CTS sizing=0, CTS Sinks=10, fill count=613, crit-path cells=or2_2 > or3_1 > clkdlybuf4s50_1, DR pass1 iterations=6, CP arrival=1770 ps, count of final setup violators=0, ys flop type=dfrtp_1, Root Buffer=clkbuf_8, CTS tree=done, WL/cell=10.06 um, antenna-violating nets left=0, CP top delay family=simple AND/OR/NAND/NOR gates, number of global-route vias before repair=502, commonest non-fill, non-tap cell in the layout=clkdlybuf4s50_1, Startpoint Class=flip-flop, Post-Syn Area=673.1 um^2, Routed WL=1.569 mm
[metal layers]
layer  vias up  wire (um)  part of all wire  track usage
li1        274          -                 -            -
met1       253        691              0.44      0.04369
met2        15        690              0.44      0.05664
met3         0        187              0.12      0.01923
met4         0          0                 0     0.002494
met5         -          0                 0            0
[power by group]
group / switching [mW] / total [mW] / leakage, nW / internal [mW]
clock: 0.0476 / 0.147 / 0.0288 / 0.0991
sequential: 0 / 0.116 / 0.136 / 0.116
combinational: 0.00244 / 0.00348 / 0.188 / 0.00104
total: 0.0501 / 0.266 / 0.353 / 0.216
[path summary, 6_finish.rpt]
path                               start           to  slack, ps  cells after the start
worst max-delay path               ps[4]  light_MT[2]       1030                      3
worst max register to register  count[1]     count[3]       1860                      5
min in group asynchronous            rst        ps[4]        750                      2
worst min register to register  count[0]     count[0]        510                      1
worst min-delay path            count[0]     count[0]        510                      1
max in group asynchronous            rst        ps[0]       2430                      2
[stage by stage]
| step | setup WS, ps | util | hold WS, ps | instances | power, mW |
|---|---|---|---|---|---|
| after floorplan | 1784 | - | 488.5 | 77 | 0.1195 |
| after global placement | 1291 | 0.1507 | 513.2 | 152 | 0.1214 |
| after CTS | 1017 | 0.1607 | 520.5 | 156 | 0.2687 |
| after detailed placement | 1279 | 0.1507 | 512.6 | 152 | 0.1214 |
| final | 1026 | 0.1607 | 514.0 | 156 | 0.2661 |
| after global routing | 965.7 | 0.1607 | 544.1 | 156 | 0.2769 |
[state kept, by name (all words and copies together) (netlist names)]
register	count
ps	6
count	4
[synth_stat cells, types with 2 or more instances]
cell / count / area [um^2]
or3_1: 2 / 12.51
nor3_1: 5 / 25.02
inv_1: 6 / 22.52
o31ai_2: 2 / 25.02
buf_6: 2 / 22.52
nand2b_1: 2 / 12.51
clkbuf_1: 6 / 22.52
ha_1: 2 / 25.02
dfrtp_1: 9 / 225.2
nor2_1: 7 / 26.28
a21oi_1: 5 / 25.02
o21ai_0: 4 / 20.02
or4_4: 2 / 22.52
nand2_1: 5 / 18.77
[cell families after synthesis]
family,after synthesis,share of synthesized area
mux,1,0.01487
simple gates,30,0.2565
buf+inv,16,0.1357
flops,10,0.3736
fa+ha+maj,2,0.03717
compound gates,18,0.1822
[area by class of cell]
type / instances / area share
Multi-Input combinational cell: 51 / 0.3755
Sequential cell: 10 / 0.2859
Timing Repair Buffer: 13 / 0.1479
Tap cell: 72 / 0.1024
Clock buffer: 4 / 0.06259
Inverter: 6 / 0.02560
Power and IR drop assume default switching activity.
